**./design.v**
```verilog
module parity_cheker(
input       CLK,
input       RST,
input [7:0] Parallel_Data,
input       par_typ,
input       par_chk_en,
input       sampled_bit,
output reg  par_err	
);
reg parity;
always@(*)
begin
	if(par_typ==0)
               begin
                 parity= ^Parallel_Data;   
               end
    else 
               begin
                  parity= ~^Parallel_Data;  
               end  
end
always @(posedge CLK or negedge RST)
 begin
	if (!RST) 
	         begin
                  par_err<=1'b0;
	         end
	else if (par_chk_en) 
	          begin
		          par_err=parity ^ sampled_bit;
	          end
end
endmodule
module RX_TOP #(parameter PRESCALER_WIDTH= 5)
(
input                                CLK,
input                                RST,	
input                                RX_IN,
input [PRESCALER_WIDTH-1:0]          Prescale,
input                                PAR_EN,
input                                PAR_TYP,	
output                               DATA_VALID,
output  [7:0]                        P_DATA,
output                               STP_ERR,
output                               PAR_ERR
);
wire  [3:0]     bit_counter;
wire  [3:0]     edge_counter;
wire            edge_bit_counter_enable;
wire            sampling_enable;
wire            sampled_bit;
wire            deser_enable;
wire            par_error;
wire            par_check_enable;
wire            start_glitch;
wire            strt_glitch_enable;
wire            stop_check_enable;
wire            stop_error;
deserializer my_deser(
.CLK(CLK),
.RST(RST),
.deser_en(deser_enable),
.sampled_bit(sampled_bit),
.edge_count(edge_counter),
.prescaler(Prescale),
.parallel_data(P_DATA)
);
Stop_Check my_stp_chk(
.CLK(CLK),
.RST(RST),
.stp_chk_en(stop_check_enable),
.sampled_bit(sampled_bit),
.stp_err(STP_ERR)
);
parity_cheker my_par_chk(
.CLK(CLK),
.RST(RST),
.par_typ(PAR_TYP),
.Parallel_Data(P_DATA),
.par_chk_en(par_check_enable),
.sampled_bit(sampled_bit),
.par_err(PAR_ERR)
);
strt_Check my_strt_chk(
.CLK(CLK),
.RST(RST),
.strt_chk_en(strt_glitch_enable),
.sampled_bit(sampled_bit),
.strt_glitch(start_glitch)
);
edge_bit_counter #(.PRESCALER_WIDTH(PRESCALER_WIDTH)) my_edge_bit_cnt(
.CLK(CLK),
.RST(RST),
.enable(edge_bit_counter_enable),
.prescaler(Prescale),
.edge_cnt(edge_counter),
.bit_cnt(bit_counter)		
);
data_sampling  #(.PRESCALER_WIDTH(PRESCALER_WIDTH)) my_dat_smpl(
.CLK(CLK),
.RST(RST),
.input_bit(RX_IN),
.prescalar(Prescale),
.dat_samp_en(sampling_enable),
.edge_cnt(edge_counter),
.sampled_bit(sampled_bit)		
);
 UART_FSM_RX  #(.PRESCALER_WIDTH(PRESCALER_WIDTH)) my_RX_FSM(
 .CLK(CLK),
 .RST(RST),
 .RX_IN(RX_IN),
 .PAR_EN(PAR_EN),
 .bit_count(bit_counter),
 .edge_count(edge_counter),
 .par_error(PAR_ERR),
 .start_glitch(start_glitch),
 .stop_error(STP_ERR),
 .prescalar(Prescale),
 .counter_enable(edge_bit_counter_enable),
 .sampling_enable(sampling_enable),
 .par_check_enable(par_check_enable),
 .stop_check_enable( stop_check_enable),
 .strt_glitch_enable(strt_glitch_enable),
 .de_ser_enable(deser_enable),
 .Data_Valid(DATA_VALID)
 );
 endmodule
module Stop_Check(
input              CLK,
input              RST,	
input              stp_chk_en,
input              sampled_bit,
output 	 reg       stp_err
);
always @(posedge CLK or negedge RST) 
begin
	if (!RST) 
	       begin
                 stp_err<=1'b0;
	       end
	else if(stp_chk_en)
	       begin 
		         stp_err<= ~sampled_bit;
	       end
end
endmodule
module UART_FSM_RX  #(parameter PRESCALER_WIDTH= 5)
(
input                           CLK,
input                           RST,	
input                           RX_IN,
input                           PAR_EN,
input  [3:0]                    bit_count,
input  [3:0]                    edge_count,
input                           par_error,
input                           start_glitch,
input                           stop_error,
input  [PRESCALER_WIDTH-1:0]    prescalar,
output  reg                     counter_enable,
output  reg                     sampling_enable,
output  reg                     par_check_enable,
output  reg                     stop_check_enable,
output  reg                     strt_glitch_enable,
output  reg                     de_ser_enable,
output  reg                     Data_Valid 
);
localparam IDLE = 3'b000;  
localparam START = 3'b001;  
localparam DATA = 3'b011;  
localparam PARITY = 3'b010;  
localparam STOP = 3'b110;  
localparam CHECK = 3'b111;  
localparam valid_data = 3'b101;  
reg [2:0] cs,ns;
always @(posedge CLK or negedge RST) 
begin
	if (!RST) 
	    begin
             cs<=IDLE;
	    end
	else
	    begin
		     cs<=ns;
	    end
end
always@(*)
begin                            
               	                counter_enable=0;
                                sampling_enable=0;
                                par_check_enable=0;
                                stop_check_enable=0;
                                strt_glitch_enable=0;
                                de_ser_enable=0;
                                Data_Valid=0;  
	case(cs)
           IDLE:
               begin
               	    if(RX_IN==0)
               	       begin
               	            ns=START; 
               	                counter_enable=1;
                                sampling_enable=1;
                                par_check_enable=0;
                                stop_check_enable=0;
                                strt_glitch_enable=1;
                                de_ser_enable=0;
                                Data_Valid=0;
               	       end
               	    else
               	       begin
               	            ns=IDLE;  
               	                counter_enable=0;
                                sampling_enable=0;
                                par_check_enable=0;
                                stop_check_enable=0;
                                strt_glitch_enable=0;
                                de_ser_enable=0;
                                Data_Valid=0;               	            	
               	       end 
               end
            START:
                  begin
                                counter_enable=1;
                                sampling_enable=1;
                                par_check_enable=0;
                                stop_check_enable=0;
                                strt_glitch_enable=1;
                                de_ser_enable=0;
                                Data_Valid=0;     
                       if(bit_count==1&&(edge_count==(prescalar-1)))
                         begin
                              if(!start_glitch)
                                 begin
                                      ns=DATA;
                                 end
                               else 
                                 begin
                                      ns=IDLE;  
                                 end  
                         end
                       else 
                        begin
                                      ns=START;   
                        end  
                  end
            DATA:
                  begin
                                counter_enable=1;
                                sampling_enable=1;
                                par_check_enable=0;
                                stop_check_enable=0;
                                strt_glitch_enable=0;
                                de_ser_enable=1;
                                Data_Valid=0;     
                       if(bit_count==9&&(edge_count==(prescalar-1)))
                         begin
                              if(PAR_EN)
                                 begin
                                      ns=PARITY;
                                 end
                               else 
                                 begin
                                      ns=STOP; 
                                 end  
                         end
                       else 
                         begin
                                      ns=DATA;   
                         end  
                  end   
            PARITY:
                  begin
                                counter_enable=1;
                                sampling_enable=1;
                                stop_check_enable=0;
                                strt_glitch_enable=0;
                                de_ser_enable=0;
                                Data_Valid=0;     
                       if(bit_count==10&&(edge_count==(prescalar-1)))
                         begin
                            ns=STOP;
                            par_check_enable=1;
                         end
                       else 
                         begin
                            ns=PARITY; 
                            par_check_enable=0;
                         end  
                end
            STOP:
                  begin
                                counter_enable=1;
                                sampling_enable=1;
                                par_check_enable=0;
                                strt_glitch_enable=0;
                                de_ser_enable=0;
                                Data_Valid=0;     
                       if(bit_count==11&&(edge_count==(prescalar-2)))
                         begin
                            ns=CHECK;
                            stop_check_enable=1;
                         end
                       else 
                         begin
                            ns=STOP; 
                            stop_check_enable=0;
                         end  
                end
            CHECK:
                  begin
                                counter_enable=0;
                                sampling_enable=0;
                                par_check_enable=0;
                                stop_check_enable=0;
                                strt_glitch_enable=0;
                                de_ser_enable=0;
                                Data_Valid=0;     
                       if(par_error||stop_error)
                         begin
                            ns=IDLE;
                         end
                       else 
                         begin
                            ns=valid_data; 
                         end  
                  end
            valid_data:
                       begin
                            Data_Valid=1;
                            if(RX_IN==0) ns=START;  
                            else         ns=IDLE;
                       end
            default:
                   begin
                               ns=IDLE;                 
                                counter_enable=0;
                                sampling_enable=0;
                                par_check_enable=0;
                                stop_check_enable=0;
                                strt_glitch_enable=0;
                                de_ser_enable=0;
                                Data_Valid=0;  
                    end
	endcase
end
endmodule
module data_sampling #(parameter PRESCALER_WIDTH= 5)
(
input                       CLK,
input                       RST,
input                       input_bit,
input [PRESCALER_WIDTH-1:0] prescalar,
input                       dat_samp_en,
input [3:0]                 edge_cnt,
output reg                  sampled_bit	
);
wire [4:0] sample_half,sample_bef_half,sample_aft_half;
assign sample_half= (prescalar>>1 );  
assign sample_bef_half= sample_half - 1;   
assign sample_aft_half= sample_half + 1;  
reg [2:0] samples ;
always @(posedge CLK or negedge RST) 
begin 
	if (!RST) 
	    begin
             samples<='b0;
	    end
    else if (dat_samp_en)
        begin
			 if(edge_cnt==sample_bef_half) 
			    begin
				     samples[0]<=input_bit;
			    end
			else if(edge_cnt==sample_half) 
			    begin
				     samples[1]<=input_bit;
			    end
			else if(edge_cnt==sample_aft_half) 
			    begin
				     samples[2]<=input_bit;
			    end
	    end	
   else
        begin
                     samples<='b0;          	
        end
end
always @(posedge CLK or negedge RST) 
begin
	if (!RST) 
	    begin
             sampled_bit<='b0;
	    end
	else if(dat_samp_en) 	
	    begin
	         case(samples)
	              3'b000:sampled_bit<=1'b0;
	              3'b001:sampled_bit<=1'b0;
	              3'b010:sampled_bit<=1'b0;
	              3'b011:sampled_bit<=1'b1;
	              3'b100:sampled_bit<=1'b0;
	              3'b101:sampled_bit<=1'b1;
	              3'b110:sampled_bit<=1'b1;
	              3'b111:sampled_bit<=1'b1;	              	              	              	              	              	              	              
	         endcase	
	    end 
	else 
	    begin
             sampled_bit<='b0;	           	
	    end       
end 
endmodule
module deserializer #(parameter PRESCALER_WIDTH= 5)
(
input                            CLK,
input                            RST,	
input                            deser_en,
input                            sampled_bit,
input      [3:0]                 edge_count,
input      [PRESCALER_WIDTH-1:0] prescaler,
output reg [7:0]                 parallel_data
);
reg [3:0] counter;
always @(posedge CLK or negedge RST) 
begin
	if (!RST) 
	    begin
                          counter<='b0;
                          parallel_data<='b0;
	    end
	else if(deser_en) 
	    begin
	            if(edge_count==(prescaler-1))
	               begin
					     if(counter==8)
					       begin
					                  counter<=0;
					       end
					    else 
					       begin 
					               parallel_data[counter]<=sampled_bit;
					               counter<=counter+1'b1;
					       end  
		          end 
	    end
    else 
        begin
        	              counter='b0;
        end
end
endmodule
module edge_bit_counter #(parameter PRESCALER_WIDTH= 5)
(
input                       CLK,
input                       RST,
input                       enable,
input [PRESCALER_WIDTH-1:0] prescaler,
output reg [3:0]            edge_cnt,
output reg [3:0]            bit_cnt
);
wire edge_cnt_done;
assign  edge_cnt_done = (edge_cnt==(prescaler-1));
always @(posedge CLK or negedge RST)
 begin
	if (!RST) 
	        begin
	                     edge_cnt<='b0;
	        end
	else if (enable)
	         begin
		           if(edge_cnt_done)
		              begin
		              	  edge_cnt=0;
		              end
		           else
		              begin
		              	  edge_cnt=edge_cnt + 1'b1;
		              end  
	         end
	else 
	         begin         
	                  	  edge_cnt='b0;
	         end         
end
always @(posedge CLK or negedge RST)
 begin
	if (!RST) 
	        begin
	                      bit_cnt<='b1;
	        end
	else if (enable)
	         begin
		           if(edge_cnt_done)
		              begin
		              	   bit_cnt=bit_cnt + 1'b1;
		              end              
	         end
	else 
	         begin         
	                      bit_cnt<='b1;
	         end         
end
endmodule
module strt_Check(
input              CLK,
input              RST,	
input              strt_chk_en,
input              sampled_bit,
output 	 reg       strt_glitch   
);
always @(posedge CLK or negedge RST) 
begin
	if (!RST) 
	       begin
                 strt_glitch<=1'b0;
	       end
	else if(strt_chk_en)
	       begin 
		         strt_glitch<= sampled_bit;
	       end
end
endmodule
```
**./run.sh**
```bash
#!/bin/bash
# OpenROAD 26Q1-2900-gdf79404cd8, Yosys 0.63+post, stock flow scripts
make -C /OpenROAD-flow-scripts/flow DESIGN_CONFIG=/design/flow/config.mk WORK_HOME=/design/flow/orfs finish
```
**./config.mk**
```make
export PLATFORM = sky130hd
export DESIGN_NAME = RX_TOP
export DESIGN_NICKNAME = RX_TOP
export VERILOG_FILES = /design/flow/design.v
export SDC_FILE = /design/flow/constraint.sdc
export NUM_CORES = 4
export LEC_CHECK = 1
export CORE_UTILIZATION = 50
```
**./constraint.sdc**
```tcl
current_design RX_TOP

set clk_period 2.8
set clk_io_pct 0.2

create_clock -name clk0 -period $clk_period [get_ports {CLK}]

set non_clock_inputs [all_inputs -no_clocks]
set_input_delay [expr $clk_period * $clk_io_pct] -clock clk0 $non_clock_inputs
set_output_delay [expr $clk_period * $clk_io_pct] -clock clk0 [all_outputs]
```
==> results.txt <==
impl run done, here's what came out: antenna-violating nets left 0, Tmin final 2.65 ns, clk sink count 34, Site Rows 24, Dominant cell area share 34.6%, Dominant Register Cell dfrtp_1, gpl congestion 0.878, Setup crit end kind flip-flop, sw frac 33.3%, Mapped Area 2320 µm², fraction of layout cells with a size suffix above 1 16.2%, Syn. warnings 7, first-pass GRT wire length 8820 µm, post-route insts no fill 342, H-tree levels 2, Slew Limit Fails 0, RSZ-0062 raised after global routing true, most frequent cells in the layout dfrtp_1 (32), buf_4 (25), clkdlybuf4s50_1 (20), Pint 1.16 mW, Setup Fix Bufs, Post-CTS 0, # Cells Yosys 250, FF+latch count, synth 34, Latency at later pin 0.29 ns, cell accounting for the most synthesized area dfrtp_1, DRC 0, Top cell excl fill/tap dfrtp_1, critical path required time 3.01 ns, R2R depth 7, crit-path cells clkdlybuf4s50_1 -> inv_1 -> ha_1 -> o211a_1 -> o31a_1 -> buf_4 -> or4_1 -> o211ai_1, max_slew headroom 65.3%, Final Instance Area 2860 µm², post-DP HPWL 3840 µm, Worst Max-Slew Pin Slew 0.517 ns, Cell area leaders dfrtp_1 (35%), xnor2_1 (6.8%), ha_1 (6.5%), CP Max Fanout 11, Gate Count Post-Synth 250, kind of critical path input pin to flip-flop, root buffer cell clkbuf_8, PortBufs 20, total power per unit cell area 606 nW/µm², Psw 577 µW, hold path cells 1, IR drop worst, VDD 0.000569 V, per-cell routed wire length 14.7 µm, combinational power share 32.3%, flip-flops with a built-in enable 0, number of global-route vias before repair 1846, Clock transition at path regs 0.07 ns, initial antenna violation count 0, die height 70.1 µm, clock share of power 31.1%, CTS tree yes, core area 4410 µm², total tool warning count 34, asr flop ratio synth 100%, Synth Area per Inst 9.26 µm², Synth Seq Share 36.8%, Longest Clk Path Bufs 2, r2r setup slk 0.55 ns, critical path's largest stage delay 0.56 ns, period utilisation layout 94.8%, Initial DRT Pass Iterations 4, setup violators final 0, Peak Freq 377 MHz, CTS Buf Count 5, # IOs 21, static leakage power 1.21 nW, clock skew 0.00770 ns, Startpoint Class input pin, CP arrival 2.86 ns, via count 1926, DP Area 2710 µm², chip width 70.1 µm, DR iter-0 viols 121, area growth from synthesis to layout 23.6%, setup TNS 0 ns, post-synth cell types 52, Seq pwr share 36.5%, Core Util at FP 52.5%, status complete, no violations, # placed instances 334, vias per inst 5.63, CP max-delay cell or4_1, pin count of the biggest net entering global routing 35, Total GRT Usage 23.2%, DIE AREA 4910 µm², max_cap viols 0, Hold WC Path Type flip-flop to flip-flop, final hold violation count 0, Chip Area, Yosys 2320 µm², Antenna Diode Count 0, routed wire length 5040 µm, gr ovfl total 0
kinds of logic (layout without fill, tap and decap cells):
family / count (synthesis) / in the layout / share of synthesized area (%)
simple gates: 75 / 75 / 18.2
compound gates: 63 / 63 / 19.2
flops: 34 / 34 / 36.8
buf+inv: 32 / 72 / 5.73
xor+xnor: 27 / 27 / 10.2
fa+ha+maj: 12 / 12 / 6.48
mux: 7 / 7 / 3.40
state kept, by name, summed over array words and instances (netlist names), 3 cells and up:
register,cells
my_deser.parallel_data,8
my_RX_FSM.cs,7
my_deser.counter,4
my_edge_bit_cnt.bit_cnt,4
my_edge_bit_cnt.edge_cnt,4
my_dat_smpl.samples,3
cells in the mapped netlist, types with 2 or more instances:
cell type / number
ha_1: 12
dfrtp_1: 32
xnor2_1: 18
o2111ai_1: 2
mux2_2: 3
nand4_1: 2
o31a_1: 2
or4_1: 4
o31ai_1: 5
nand2b_1: 4
nor2b_1: 4
inv_1: 17
nand3_1: 14
nor3b_1: 4
a211oi_1: 2
nand2_1: 11
o41ai_1: 9
mux2i_1: 3
nor2_1: 9
o21a_1: 3
buf_2: 7
xor2_1: 9
o21ai_0: 17
nand3b_1: 4
clkbuf_1: 6
nor3_1: 11
a22o_1: 2
dfstp_2: 2
a21oi_1: 9
routing by layer:
metal	vias to the layer above	GRT usage, %	share of wire, %
met5	-	0	0
met3	4	4.09	4.9
met2	35	33.5	44
li1	984	-	-
met1	903	39.3	51
met4	0	1.78	0.69
stage by stage:
stage	util [%]	setup slack (ns)	hold WS, ns	total power, mW
final	64.9	0.145	0.493	1.73
after global routing	64.9	-0.00791	0.529	1.84
after CTS	64.5	0.124	0.500	1.75
after detailed placement	61.4	-0.184	0.489	1.20
after global placement	61.4	-0.147	0.481	1.20
after floorplan	-	0.224	0.264	1.01
timing repair:
item,CTS,global route
endpoints found under the setup margin,0,7
resized,0,5
hold buffers,0,0
cell type report:
class / count / area, µm²
clock buffers: 5 / 68.8
clock inverters: 3 / 68.8
fillers: 391 / 1550
inverters: 18 / 67.6
multi-input cells: 184 / 1340
flip-flops and latches: 34 / 853
well taps: 52 / 65.1
repair buffers: 46 / 399
worst paths after layout:
path,startpoint,to
min in group asynchronous,RST,my_dat_smpl.samples[0]
max,Prescale[1],my_RX_FSM.cs[2]
max reg2reg,my_deser.counter[1],my_deser.parallel_data[6]
min,my_par_chk.par_err,my_RX_FSM.cs[4]
min reg2reg,my_par_chk.par_err,my_RX_FSM.cs[4]
max in group asynchronous,RST,my_RX_FSM.cs[0]
power by group through the flow:
| stage | Clock [mW] | Sequential [mW] | Combinational [mW] |
|---|---|---|---|
| 4_1_cts | 0.554 | 0.633 | 0.557 |
| 5_1_grt | 0.571 | 0.646 | 0.628 |
| 6_report | 0.540 | 0.634 | 0.560 |
worst max-delay path, delay by kind of cell:
kind / cells / cell delay [ns]
AND/OR/NAND/NOR: 1 / 0.56
AND-OR/OR-AND: 3 / 0.76
buffers and inverters: 3 / 0.74
adder cells (fa/ha/maj): 1 / 0.23
Power is estimated from default activity; no workload was simulated.
