==> flow/design.v <==
module Register_File #(parameter  ADDR_WIDTH = 4, parameter MEM_DEPTH =16 ,parameter MEM_WIDTH=8)
(
input                       CLK,RST,	
input                       WrEn,RdEn,
input      [ADDR_WIDTH-1:0] Address,
input      [MEM_WIDTH-1: 0] WrData,
output reg [MEM_WIDTH-1: 0] RdData,   
output reg                  RdData_Valid,
output     [MEM_WIDTH-1: 0] REG0,
output     [MEM_WIDTH-1: 0] REG1,
output     [MEM_WIDTH-1: 0] REG2,
output     [MEM_WIDTH-1: 0] REG3
);
integer i;
 reg [MEM_WIDTH-1:0] REG [MEM_DEPTH-1:0];         
 always @(posedge CLK or negedge RST) begin
 	if (!RST)
         begin
           	 RdData_Valid<=1'b0;
             RdData='b0;
             for(i=0;i<MEM_DEPTH;i=i+1)  
                begin
                     if(i==2)      REG[i]='b010000_01;  
                     else if(i==3) REG[i]='b0010_0000;  
                     else          REG[i]='b0;  
                end
 	   end
 	else if (WrEn&&!RdEn)   
         begin
 	      	REG[Address] <= WrData;
 	      end
 	else if(RdEn&&!WrEn)   
         begin
 	        RdData<=REG[Address];
           RdData_Valid=1'b1;  
 	      end
   else 
         begin
            RdData_Valid=1'b0;      
         end   
 end
 assign REG0 = REG[0];  
 assign REG1 = REG[1];  
 assign REG2 = REG[2];  
 assign REG3 = REG[3];  
 endmodule
==> flow/run.sh <==
#!/bin/bash
# OpenROAD 26Q1-2900-gdf79404cd8, Yosys 0.63+post, stock flow scripts
make -C /OpenROAD-flow-scripts/flow DESIGN_CONFIG=/design/flow/config.mk WORK_HOME=/design/flow/orfs finish
==> flow/config.mk <==
export PLATFORM = sky130hd
export DESIGN_NAME = Register_File
export DESIGN_NICKNAME = Register_File
export VERILOG_FILES = /design/flow/design.v
export SDC_FILE = /design/flow/constraint.sdc
export NUM_CORES = 4
export LEC_CHECK = 1
export CORE_UTILIZATION = 50
==> flow/constraint.sdc <==
current_design Register_File

set clk_period 2.0
set clk_io_pct 0.2

create_clock -name clk0 -period $clk_period [get_ports {CLK}]

set non_clock_inputs [all_inputs -no_clocks]
set_input_delay [expr $clk_period * $clk_io_pct] -clock clk0 $non_clock_inputs
set_output_delay [expr $clk_period * $clk_io_pct] -clock clk0 [all_outputs]
==> reports/results.txt <==
Seq/Total Area, Yosys = 54.54%
Slew @ Worst Pin = 0.6281 ns
Peak per-stage delay on the critical path = 0.55 ns
Final instance area = 0.008163 sq mm
H-tree Lvls = 4
Max Freq = 0.5531 GHz
Die area = 0.01304 sq mm
Crit end category = primary output
Remaining Overflow, GRT = 0
Number of global-route vias before repair = 4568
I/O pin cnt = 57
Placement Rows = 40
Area fraction in mux cells = 28.55%
CTS tree = done
Ys async rst share = 100.0%
Die width = 114.2 um
Top cells by area, synth = dfrtp_1, mux2_2, mux2i_1, mux4_2, a221oi_1
Routed Wire Length = 15480 um
Required @ worst endpoint = 1.60 ns
# diodes = 0
Die y size = 114.2 um
Vias = 4354
Yosys xor share = 0%
Root buf cell = clkbuf_16
Clk sinks = 137
Syn avg cell area = 13.33 sq um
Layout cells sized above 1 = 41.51%
Number of enable flip-flop cells = 0
Avg WL per Cell = 20.29 um
Setup violators final = 0
PwrDens = 1002 mW/mm^2
First-pass GRT wire length = 25170 um
Startpoint Class = flip-flop
FP Util = 51.74%
Yosys stat chip area = 0.006292 sq mm
Synth Area in Compound Gates = 7.874%
Leakage = 0.003642 uW
Hold Vio Cnt, Final = 48
Slew HR = 58.00%
Area delta synth->final = 29.73%
Clk_skew = 0.006745 ns
Initial DRC count = 185
Top delay family on crit path = flip-flops
Post-DP HPWL = 11080 um
Top-area cell share = 53.29%
WP data arrival = 1.41 ns
Status = finished with violations
Worst path slowest cell = dfstp_2
Dpl cell area = 0.007551 sq mm
Log Warnings = 28
Core Box Area = 0.01216 sq mm
Unique cell types = 41
Peak supply drop = 0.0008048 V
# Post-CTS Setup Buffers = 0
Synth warn = 2
Final min period = 1.808 ns
Largest net degree at the start of global routing = 54
Latency at later pin = 0.41 ns
Initial antenna violation count = 0
Post-route ant nets = 0
Synth Cell Area = 0.006292 sq mm
Maximum fanout along the worst path = 3
Cells after synthesis = 472
Max Cap Viol = 0
Yosys stat cell total = 472
Residual DRC = 0
Yosys simple share = 6.343%
Setup CP Type = flip-flop to primary output
Global-route usage over all layers = 27.12%
Tot Pwr = 8178 uW
CTS buffer count = 17
Clock slew at reported path FFs = 0.06 ns
Placer Congestion = 0.9173
Ys flops = 137
Crit share post-route = 90.41%
Port bufs = 56
Worst path cell trace = clkdlybuf4s50_1
WHS = -0.06714 ns
RSZ-0062 raised after global routing = false
Maximum root-to-sink buffer count = 2
Sum of buffers and inverters on the critical path = 1
Slew Viols, Final = 0
Most common cell in the netlist = dfrtp_1
Post-DR vias/cell = 5.706
Adder share = 0%
Top cell type by total area after synthesis = dfrtp_1
Comb area leader = multiplexers
DR pass1 iterations = 4
Failing checks = hold timing
Min-Delay Path Class = input port to async pin
Prevailing post-synth register cell = dfrtp_1
Synth cell count leaders = dfrtp_1, mux2_2, mux2i_1, nand2_1, clkbuf_1
-- worst paths after layout --
kind / from / end / slack (ns) / depth (start not counted)
setup / recovery: REG[2][6]$_DFFE_PN1P_ / REG2[6] / 0.19 / 1
max in group asynchronous: RST / REG[2][0]$_DFFE_PN1P_ / 1.35 / 2
hold / removal: RST / REG[5][5]$_DFFE_PN0P_ / -0.07 / 1
min in group clk0: RdData_Valid$_DFFE_PN0N_ / RdData_Valid$_DFFE_PN0N_ / 0.49 / 2
setup reg to reg: REG[15][6]$_DFFE_PN0P_ / RdData[6]$_DFFE_PN0P_ / 0.46 / 5
hold reg to reg: RdData_Valid$_DFFE_PN0N_ / RdData_Valid$_DFFE_PN0N_ / 0.49 / 2
-- worst register-to-register path, delay by kind of cell, from the launching register on --
| family | cells | cell delay [ns] |
|---|---|---|
| compound gates | 3 | 0.66 |
| flops | 1 | 0.37 |
| mux | 1 | 0.30 |
| simple gates | 1 | 0.09 |
-- cell type report --
type / count / area, sq um
flip-flops and latches: 137 / 3432
repair buffers: 123 / 1212
fillers: 920 / 3999
well taps: 168 / 210.2
clock buffers: 19 / 442.9
inverters: 2 / 7.507
multi-input cells: 301 / 2693
clock inverters: 13 / 165.2
-- per-stage QoR --
step | setup slack, ns | hold WS (ns) | instances | utilization [%] | setup TNS [ns]
finish | 0.1919 | -0.06714 | 763 | 67.12 | 0
global route | 0.1161 | -0.03790 | 763 | 67.12 | 0
CTS | 0.1059 | -0.05062 | 763 | 67.09 | 0
detailed placement | -0.3197 | 0.3859 | 731 | 62.09 | -16.41
global placement | -0.2683 | 0.3840 | 731 | 62.09 | -15.43
floorplan | 0.3172 | 0.1044 | 472 | - | 0
-- routing by layer --
metal  vias up  wire (um)  share of wire (%)  global-route usage (%)
li1       1984          -                  -                       -
met1      2230       6935                 45                   42.78
met2       116       7473                 48                   41.94
met3        24        750                4.8                   5.232
met4         0        319                2.1                   5.541
met5         -          0                  0                       0
-- repair_timing --
| action | in CTS | in global routing |
|---|---|---|
| endpoints found under the setup margin | 0 | 2 |
| resized | 0 | 2 |
| endpoints found under the hold margin | 48 | 48 |
-- cell families after synthesis --
group | after synthesis
muxes | 157
buffers and inverters | 34
AOI/OAI and AO/OA | 72
DFF | 137
and+or+nand+nor | 72
-- report_power, final --
group | switching (uW) | internal (uW) | leakage, uW
clock network | 1190 | 2010 | 0.000299
logic | 477 | 873 | 0.00161
registers | 317 | 3310 | 0.00174
-- cell usage in the layout (no fill, tap or decap), drive strengths merged --
cell type	count
a21boi	1
nor3	7
nand3	9
o22ai	15
a2111oi	2
a31o	1
clkinvlp	1
mux4	5
nor2	10
a22oi	1
a31oi	9
buf	69
a221oi	11
nor4b	1
clkdlybuf4s50	53
inv	7
o21ai	12
o41ai	1
and3	3
o31ai	1
nand2	22
clkinv	4
a22o	6
a21oi	9
nor2b	8
dfrtp	134
bufinv	3
o211ai	1
nand2b	7
a32o	2
clkbuf	19
mux2i	22
nand3b	2
nor3b	1
dlymetal6s2s	1
dfstp	3
mux2	130
nor4	2
-- sequential cells by signal, summed over array words and instances, names as in the netlist --
signal	count
REG	128
RdData_Valid	1
RdData	8
No activity file was given, so power comes from the tool's default toggle rates.
