`design/flow/run.sh`:
```
#!/bin/bash
# OpenROAD 26Q1-2900-gdf79404cd8, Yosys 0.63+post, stock flow scripts
make -C /OpenROAD-flow-scripts/flow DESIGN_CONFIG=/design/flow/config.mk WORK_HOME=/design/flow/orfs finish
```
`design/flow/config.mk`:
```
export PLATFORM = sky130hd
export DESIGN_NAME = ASYNC_FIFO
export DESIGN_NICKNAME = ASYNC_FIFO
export VERILOG_FILES = /design/flow/design.v
export SDC_FILE = /design/flow/constraint.sdc
export NUM_CORES = 4
export LEC_CHECK = 1
export CORE_UTILIZATION = 30
```
`design/flow/constraint.sdc`:
```
current_design ASYNC_FIFO

set clk_period 2.7
set clk_io_pct 0.2

create_clock -name clk0 -period $clk_period [get_ports {R_CLK}]
create_clock -name clk1 -period $clk_period [get_ports {W_CLK}]

set non_clock_inputs [all_inputs -no_clocks]
set_input_delay [expr $clk_period * $clk_io_pct] -clock clk0 $non_clock_inputs
set_output_delay [expr $clk_period * $clk_io_pct] -clock clk0 [all_outputs]
```
`design/flow/design.v`:
```
module ASYNC_FIFO # (parameter FIFO_WIDTH=8, PTR_WIDTH=4, FIFO_DEPTH=8)
(
input                    W_CLK,
input                    W_RST,
input                    W_INC,
input                    R_CLK,
input                    R_RST,
input                    R_INC,
input  [FIFO_WIDTH-1:0]  WR_DATA,
output [FIFO_WIDTH-1:0]  RD_DATA, 
output                   FULL,
output                   EMPTY
);
wire [PTR_WIDTH-1:0] wptr_grey_not_synced;
wire [PTR_WIDTH-1:0] Wr_to_Rd_grey_sync_ptr;
wire [PTR_WIDTH-1:0] rptr_grey_not_synced;
wire [PTR_WIDTH-1:0] Rd_to_Wr_grey_sync_ptr;
wire [PTR_WIDTH-2:0] read_address;
wire [PTR_WIDTH-2:0] write_address;
BIT_SYNC #( .NUM_STAGES(2) , .BUS_WIDTH(PTR_WIDTH) ) Wr_to_Rd_sync
(
.CLK(R_CLK),
.RST(R_RST),
.ASYNC(wptr_grey_not_synced),
.SYNC(Wr_to_Rd_grey_sync_ptr)	
);
BIT_SYNC #( .NUM_STAGES(2) , .BUS_WIDTH(PTR_WIDTH) ) Rd_to_Wr_sync
(
.CLK(W_CLK),
.RST(W_RST),
.ASYNC(rptr_grey_not_synced),
.SYNC(Rd_to_Wr_grey_sync_ptr)	
);
FIFO_MEM_CNTRL #( .FIFO_WIDTH(FIFO_WIDTH) , .PTR_WIDTH(PTR_WIDTH) , .FIFO_DEPTH(FIFO_DEPTH) ) My_FIFO_MEM 
(
.wclk(W_CLK),
.wrst_n(W_RST),
.winc(W_INC),
.wfull(FULL),
.rinc(R_INC),
.rempty(EMPTY),
.wdata(WR_DATA),
.waddr(write_address),
.raddr(read_address),
.rdata(RD_DATA)
);
FIFO_RD # (.PTR_WIDTH(PTR_WIDTH)) MY_FIFO_RD
(
.rclk(R_CLK),
.rrst_n(R_RST),
.rinc(R_INC),
.winc(W_INC),
.synced_wr_ptr(Wr_to_Rd_grey_sync_ptr),
.rptr_grey(rptr_grey_not_synced),
.raddr(read_address),
.rempty(EMPTY)
);
FIFO_WR # (.PTR_WIDTH(PTR_WIDTH)) MY_FIFO_WR
(
.wclk(W_CLK),
.wrst_n(W_RST),
.winc(W_INC),
.rinc(R_INC),
.synced_rd_ptr(Rd_to_Wr_grey_sync_ptr),
.wptr_grey(wptr_grey_not_synced),
.waddr(write_address),
.wfull(FULL)
);
endmodule
module BIT_SYNC # (parameter NUM_STAGES = 5 , BUS_WIDTH = 5)
(
input                      CLK,
input                      RST,
input      [BUS_WIDTH-1:0] ASYNC,
output reg [BUS_WIDTH-1:0] SYNC
);
integer bit_no_in_bus;  
integer ff_no_aka_stage_no;  
reg [NUM_STAGES-1:0] Q [BUS_WIDTH-1:0];  
always @(posedge CLK or negedge RST) 
begin
	if (!RST) 
	       begin
                for(bit_no_in_bus=0;bit_no_in_bus<BUS_WIDTH;bit_no_in_bus=bit_no_in_bus+1)
                   begin
                   	    Q[bit_no_in_bus]<='d0;
                   end
	       end
	else 
	       begin 
                for(bit_no_in_bus=0;bit_no_in_bus<BUS_WIDTH;bit_no_in_bus=bit_no_in_bus+1)
                   begin
                   	    Q[bit_no_in_bus][0]<=ASYNC[bit_no_in_bus];
                   end
                for(ff_no_aka_stage_no=1;ff_no_aka_stage_no<NUM_STAGES;ff_no_aka_stage_no=ff_no_aka_stage_no+1)
                   begin
			                for(bit_no_in_bus=0;bit_no_in_bus<BUS_WIDTH;bit_no_in_bus=bit_no_in_bus+1)
			                   begin
			                   	    Q[bit_no_in_bus][ff_no_aka_stage_no]<=Q[bit_no_in_bus][ff_no_aka_stage_no - 1];
			                   end
                   end
	       end
end
always@(*)
begin
                for(bit_no_in_bus=0;bit_no_in_bus<BUS_WIDTH;bit_no_in_bus=bit_no_in_bus+1)
                   begin
                   	    SYNC[bit_no_in_bus]<=Q[bit_no_in_bus][ff_no_aka_stage_no - 1];
                   end	
end
endmodule
module FIFO_MEM_CNTRL # (parameter FIFO_WIDTH=8, PTR_WIDTH=4, FIFO_DEPTH=8)
(
input                   wclk,    
input                   wrst_n,  
input                   rclk,
input                   r_rst_n,
input                   winc,    
input                   wfull,   
input                   rinc,
input                   rempty,
input  [FIFO_WIDTH-1:0] wdata,   
input  [PTR_WIDTH-2:0]  waddr,   
input  [PTR_WIDTH-2:0]  raddr,   
output [FIFO_WIDTH-1:0] rdata	 
);
reg [FIFO_WIDTH-1:0] FIFO_MEM [FIFO_DEPTH-1:0] ;
reg [FIFO_DEPTH-1:0] counter;
always @(posedge wclk or negedge wrst_n)
 begin
 	if (!wrst_n)
 	      begin
               for(counter=0;counter<FIFO_DEPTH;counter=counter+1)
                   begin
                   	    FIFO_MEM[counter]<='b0;
                   end
 	      end
 	else if (winc&&!wfull)   
 	      begin
 		                FIFO_MEM[waddr]<=wdata;  
 	      end
 end 
 assign rdata=FIFO_MEM[raddr];
 endmodule
module FIFO_RD #(parameter PTR_WIDTH=4)
(
 input                      rclk,         
 input                      rrst_n,       
 input                      rinc,         
 input                      winc,         
 input      [PTR_WIDTH-1:0] synced_wr_ptr,  
 output reg [PTR_WIDTH-1:0] rptr_grey,    
 output     [PTR_WIDTH-2:0] raddr,        
 output                      rempty        
);
reg [PTR_WIDTH-1:0] rd_ptr;
always @(posedge rclk or negedge rrst_n)
begin
	if (!rrst_n) 
	    begin
             rd_ptr<='b0;
	    end
	else if (!rempty && rinc) 
	    begin
		     rd_ptr<=rd_ptr + 1'b1;
	    end
end 
always @(*)
begin 
	    begin
             case(rd_ptr)
                 4'b0000:rptr_grey<=4'b0000;
                 4'b0001:rptr_grey<=4'b0001;
                 4'b0010:rptr_grey<=4'b0011;
                 4'b0011:rptr_grey<=4'b0010;
                 4'b0100:rptr_grey<=4'b0110;
                 4'b0101:rptr_grey<=4'b0111;
                 4'b0110:rptr_grey<=4'b0101;
                 4'b0111:rptr_grey<=4'b0100;
                 4'b1000:rptr_grey<=4'b1100;
                 4'b1001:rptr_grey<=4'b1101;
                 4'b1010:rptr_grey<=4'b1111;
                 4'b1011:rptr_grey<=4'b1110;
                 4'b1100:rptr_grey<=4'b1010;
                 4'b1101:rptr_grey<=4'b1011;
                 4'b1110:rptr_grey<=4'b1001;
                 4'b1111:rptr_grey<=4'b1000;
             endcase
	    end  
end 
assign raddr = rd_ptr[PTR_WIDTH-2:0];
assign rempty = (synced_wr_ptr==rptr_grey);
endmodule
module FIFO_WR #(parameter PTR_WIDTH=4)
(
 input                      wclk,         
 input                      wrst_n,       
 input                      winc,         
 input                      rinc,         
 input      [PTR_WIDTH-1:0] synced_rd_ptr,  
 output reg [PTR_WIDTH-1:0] wptr_grey,    
 output     [PTR_WIDTH-2:0] waddr,        
 output                     wfull         
);
reg [PTR_WIDTH-1:0] Wr_ptr;
always @(posedge wclk or negedge wrst_n)
begin
	if (!wrst_n) 
	    begin
             Wr_ptr<='b0;
	    end
	else if (!wfull && winc) 
	    begin
		     Wr_ptr<=Wr_ptr + 1'b1;
	    end
end 
always @(*)
begin
	    begin
             case(Wr_ptr)
                 4'b0000:wptr_grey<=4'b0000;
                 4'b0001:wptr_grey<=4'b0001;
                 4'b0010:wptr_grey<=4'b0011;
                 4'b0011:wptr_grey<=4'b0010;
                 4'b0100:wptr_grey<=4'b0110;
                 4'b0101:wptr_grey<=4'b0111;
                 4'b0110:wptr_grey<=4'b0101;
                 4'b0111:wptr_grey<=4'b0100;
                 4'b1000:wptr_grey<=4'b1100;
                 4'b1001:wptr_grey<=4'b1101;
                 4'b1010:wptr_grey<=4'b1111;
                 4'b1011:wptr_grey<=4'b1110;
                 4'b1100:wptr_grey<=4'b1010;
                 4'b1101:wptr_grey<=4'b1011;
                 4'b1110:wptr_grey<=4'b1001;
                 4'b1111:wptr_grey<=4'b1000;
             endcase
	    end  
end 
assign waddr = Wr_ptr[PTR_WIDTH-2:0];
assign wfull = ( {~wptr_grey[PTR_WIDTH-1],~wptr_grey[PTR_WIDTH-2],wptr_grey[PTR_WIDTH-3:0]} == synced_rd_ptr );
endmodule
```
==> out/metrics.csv <==
metric,value,unit
status,"finished, violations left",
violations,negative setup slack,
synth_cell_types,36,
path_clk_slew,0.05,ns
yosysTopAreaCellShare,53.7,%
topCellsByArea,"dfrtp_1 54%, mux2_4 12%, mux2_2 10%",
layout_setup_ws,-0.0830,ns
stdcell_count,506,
layout-drive-gt1-share,42.7,%
yosysMostFrequentCell,dfrtp_1,
timing_worst_setup_path_type,reg -> out,
ff_type,dfrtp_1,
ioPinCount,24,
via_per_inst,4.80,
drcViolationCount,0,
p_leak,0.00223,uW
grt_remaining_overflow,0,
gp_congestion,0.784,
syn_area_per_cell,14.2,sq um
synthCells,289,
row_count,42,
synth_area,4100,sq um
core,13300,sq um
synth_warnings,6,
syn_to_final_growth,23.6,%
dr_wl_met3,563,microns
final_max_slew_viol_count,0,
vias,2427,
antenna_left,0,
cts.sink_count,88,
rsz0062_at_grt,true,
die_x,119,microns
wl_met1,4130,microns
wirelength,8670,microns
critPathRequiredTime,2.16,ns
grt_max_degree,45,
cts_hold_buf,0,
final-hold-violation-count,0,
setup_viol,3,
cp-end-kind,output port,
tool_warnings,38,
diodes,0,
whs,0.194,ns
dp.final_hpwl,5590,microns
synth_top_cell_by_area,dfrtp_1,
dieArea,14100,sq um
met2_length,3860,microns
yosysChipArea,4100,sq um
cp_max_fo,8,
fp-utilization,30.8,%
worst_ir_drop_vdd,0.686,mV
grt_pass1_vias,2431,
firstDrtPassIters,4,
async_flop_share,100,%
maxCapViolCount,0,
nFillCells,1213,
comb_area,1870,sq um
cp.arrival,2.24,ns
wl_per_cell,17.1,microns
regArea,2200,sq um
postSynthSeqShare,53.7,%
grt.total_usage,13.3,%
drt_iter0_drc,140,
top_cells_by_count,"88 x dfrtp_1, 38 x mux2_2, 32 x mux2_4, 16 x ha_1, 13 x nor2_1",
slew_headroom,61.5,%
antenna_found_initial,0,
final.setup_skew,0.00765,ns
grt_first_pass_wirelength,13900,microns
die_h,119,microns
final_util,38.1,%
total_power,6960,uW
tightest_slew,0.578,ns
min_path_type,in -> async,
edf_count,0,
startpoint_type,register,
p_per_area,1370,nW/um^2
port_buffers,22,
ys_cells,289,
cts_tree,built,
top_layer,met4,
dp_cells,485,
ys_ff,88,
==> layout by cell type (no fill, tap or decap), types with 3 or more instances in the layout <==
cell	instances
a21oi_1	4
a31oi_1	3
dfrtp_1	86
inv_1	5
dlygate4sd2_1	3
a41oi_2	4
mux2i_1	3
mux2_2	38
clkdlybuf4s50_1	15
a22oi_1	3
a22o_1	4
buf_4	19
clkbuf_16	12
ha_1	12
a222oi_1	8
nor2_1	11
xor2_1	4
nand2_1	8
ha_2	3
clkbuf_8	3
inv_2	3
xnor2_1	6
and3_2	3
mux2_4	32
dlymetal6s2s_1	3
==> worst max-delay path, cell delays in order, from the launching register on <==
cell and delay, ns:
dfrtp_2 0.44, ha_1 0.24, ha_4 0.23, a222oi_1 0.53, a31oi_4 0.14, clkdlybuf4s50_1 0.42
==> logic make-up (layout without fill, tap and decap cells) <==
group / Yosys count / after routing / synth area share, %
buffers and inverters: 27 / 68 / 3.54
AOI/OAI and AO/OA: 35 / 35 / 6.86
xor gates and xnor gates: 13 / 13 / 3.14
and+or+nand+nor: 37 / 37 / 5.00
adders and majority gates: 16 / 16 / 4.88
DFF: 88 / 88 / 53.7
muxes: 73 / 73 / 22.9
==> state kept, by name (all words and copies together) (netlist names) <==
name and cells:
Wr_to_Rd_sync.Q 8, My_FIFO_MEM.FIFO_MEM 64, Rd_to_Wr_sync.Q 8, MY_FIFO_RD.rd_ptr 4, MY_FIFO_WR.Wr_ptr 4
==> what timing repair did <==
item,in CTS,in global routing
pin swaps,1,1
gates resized,18,14
endpoints found under the hold margin,0,0
buffers inserted,0,2
endpoints found under the setup margin,9,7
==> through the flow <==
| step | area [sq um] | worst slack, ns | TNS [ns] |
|---|---|---|---|
| 2_1_floorplan | 4100 | 0.116 | 0 |
| 3_3_place_gp | 4560 | 0.0115 | 0 |
| 3_5_place_dp | 4560 | -0.0359 | -0.0644 |
| 4_1_cts | 4990 | -0.122 | -0.580 |
| 5_1_grt | 5070 | -0.208 | -0.612 |
| 6_report | 5070 | -0.0830 | -0.183 |
==> where the power goes <==
| part | internal [uW] | leakage [uW] | switching [uW] | total [uW] |
|---|---|---|---|---|
| combinational | 1840 | 0.000999 | 1280 | 3120 |
| clock | 892 | 0.000182 | 537 | 1430 |
| sequential | 2010 | 0.00105 | 408 | 2410 |
| total | 4740 | 0.00223 | 2220 | 6960 |
==> area by class of cell <==
| cell class | instances | share of cell area (%) |
|---|---|---|
| sequential | 88 | 43.5 |
| clock buffer | 15 | 6.74 |
| multi-input combinational | 174 | 36.8 |
| inverter | 8 | 0.592 |
| timing repair buffer | 41 | 7.43 |
| clock inverter | 4 | 0.592 |
| tap | 176 | 4.34 |
==> worst paths after layout <==
path	startpoint	end	slack, ns	depth (start not counted)
min	W_RST	Rd_to_Wr_sync.Q[3][0]$_DFF_PN0_	0.19	1
max in group clk1	MY_FIFO_WR.Wr_ptr[1]$_DFFE_PN0P_	My_FIFO_MEM.FIFO_MEM[1][2]$_DFFE_PN0P_	0.32	6
min in group clk1	Rd_to_Wr_sync.Q[3][0]$_DFF_PN0_	Rd_to_Wr_sync.Q[3][1]$_DFF_PN0_	0.35	0
min in group clk0	Wr_to_Rd_sync.Q[1][0]$_DFF_PN0_	Wr_to_Rd_sync.Q[1][1]$_DFF_PN0_	0.34	0
min reg2reg	Wr_to_Rd_sync.Q[1][0]$_DFF_PN0_	Wr_to_Rd_sync.Q[1][1]$_DFF_PN0_	0.34	0
max reg2reg	MY_FIFO_WR.Wr_ptr[1]$_DFFE_PN0P_	My_FIFO_MEM.FIFO_MEM[1][2]$_DFFE_PN0P_	0.32	6
max	MY_FIFO_RD.rd_ptr[1]$_DFFE_PN0P_	RD_DATA[0]	-0.08	5
max in group asynchronous	R_RST	MY_FIFO_RD.rd_ptr[1]$_DFFE_PN0P_	1.66	1
==> per-layer routing <==
layer	vias to the layer above	track usage [%]
met2	55	19.9
met4	0	1.42
met3	11	4.16
met5	-	0
li1	1121	-
met1	1240	20.1
Power is estimated from default activity; no workload was simulated.
